<file path="flow/run.sh">
#!/bin/bash
# OpenROAD 26Q1-2900-gdf79404cd8, Yosys 0.63+post, stock flow scripts
make -C /OpenROAD-flow-scripts/flow DESIGN_CONFIG=/design/flow/config.mk WORK_HOME=/design/flow/orfs finish
</file>
<file path="flow/config.mk">
export PLATFORM = sky130hd
export DESIGN_NAME = counter_4bit
export DESIGN_NICKNAME = counter_4bit
export VERILOG_FILES = /design/flow/design.v
export SDC_FILE = /design/flow/constraint.sdc
export NUM_CORES = 4
export LEC_CHECK = 1
export CORE_AREA = 10 10 70 70
export DIE_AREA = 0 0 80 80
</file>
<file path="flow/constraint.sdc">
current_design counter_4bit

set clk_period 1.0
set clk_io_pct 0.2

create_clock -name clk0 -period $clk_period [get_ports {clk}]

set non_clock_inputs [all_inputs -no_clocks]
set_input_delay [expr $clk_period * $clk_io_pct] -clock clk0 $non_clock_inputs
set_output_delay [expr $clk_period * $clk_io_pct] -clock clk0 [all_outputs]
</file>
<file path="flow/design.v">
`timescale 1ns/1ns
module counter_4bit     
 #(parameter WIDTH=4)  
 ( 
    input logic clk,
    input logic clear, 
    output wire[WIDTH-1:0] count
 );
 reg[WIDTH-1:0] cnt_value; 
 always @(posedge clk or posedge clear) 
   begin
     if (clear == 1)
       cnt_value = 0;
     else 
       cnt_value = cnt_value + 1;
   end
 assign count = cnt_value;
endmodule: counter_4bit   
</file>
==> run_results.csv <==
group,metric,value,unit
grt,overflow,0,
final_timing,worst_pin_slew,143,ps
final_timing,report.final.slew_viol_count,0,
synthesis,synth_seq_share,70.2,%
clock_tree,insertion_delay,240,ps
power,power_density,1240,nW/µm²
flow_run,maxCapViolCount,0,
synthesis,yosys-top-cells-area,"dfrtp_1, ha_1, xnor2_1",
setup_path,required,1120,ps
layout,largest_register_ff_count,4,
final_timing,maxSlewHeadroom,90.5,%
setup_path,crit_path_end_kind,"flop",
placed_design,portBuffers,5,
synthesis,synth_cell_types,6,
grt,grt_max_degree,5,
clock_tree,clk_pin_slew_worst_paths,40,ps
clock_tree,clk_path_buf_depth,2,
synthesis,synth.cell_area,143,µm²
synthesis,most_common_cell,"dfrtp_1",
die,num_io_pins,6,
detailed_routing,wire_per_inst,6.29,µm
clock_tree,postCtsHoldBufs,0,
detailed_routing,first_pass_iters,4,
setup_path,cp_cell_sequence,"buf_4 -> ha_2 -> xor2_1",
synthesis,largest_area_cell,"dfrtp_1",
setup_path,worstPathArrival,1080,ps
power,peakVddDrop,0.152,mV
clock_tree,h-tree-depth,1,
setup_path,critPathTopFamily,"flip-flops",
grt,grt_pass1_wl,662,µm
synthesis,synthCells,10,
clock_tree,cts_sinks,4,
final_timing,worst_slack,46.4,ps
layout,fill_cells,402,
final_timing,finalHoldViolCount,0,
die,fp_util,4.18,%
synthesis,async_reset_ff_share,100,%
synthesis,enable_flop_cells,0,
clock_tree,cts_root_buf,"clkbuf_4",
final_timing,fmax,1.05,GHz
placed_design,place_ws,-91.8,ps
synthesis,yosys_cells,10,
setup_path,start_kind,"flop",
setup_path,path_buffers,1,
setup_path,worstPathMaxFanout,3,
detailed_routing,drt-total-wl,440,µm
power,p_leak,0.153,nW
status,status,"complete, no violations",
placed_design,dpl-instance-area,273,µm²
placed_design,gp_congestion,0.631,
detailed_routing,antenna_left,0,
die,core_area,3420,µm²
setup_path,criticalPathCategory,"flop to flop",
final_timing,setup_viol,0,
die,num_rows,21,
die,fp.dieH,80,µm
layout,area_delta_synth_final,111,%
detailed_routing,drt-vias-per-instance,1.70,
layout,final_cell_area,300,µm²
final_timing,grt_setup_unrepaired,"false",
grt,first_global_vias,145,
flow_run,warning_count,26,
clock_tree,tritoncts,"built",
synthesis,synthDominantCellAreaShare,70.2,%
clock_tree,cts_made_buffers,3,
hold_path,hold_path_class,"primary input to async pin",
setup_path,critPathMaxStageDelay,380,ps
final_timing,finClkSkew,1.53,ps
synthesis,common_cells,"dfrtp_1, inv_1",
synthesis,synth_top_flop_cell,"dfrtp_1",
grt,track_usage,1.58,%
detailed_routing,drc_errors,0,
synthesis,ys_warn_count,1,
setup_path,cpMaxStageDelayCell,"dfrtp_1",
detailed_routing,routed-via-count,119,
synthesis,post_synth.cell_area_avg,14.3,µm²
final_timing,finalClockPeriodUsage,95.4,%
layout,drive_gt1_share,58.3,%
grt,antenna_found_initial,0,
detailed_routing,dr.first_iter.drc_count,3,
synthesis,ys_area,143,µm²
die,die-area,6400,µm²
detailed_routing,antenna_cells,0,
die,fp.dieW,80,µm
synthesis,ys_ff,4,
final_timing,final.min_clock_period,954,ps
what timing repair did:
action	CTS	global route
setup buffers	3	0
setup endpoints to repair	4	4
gates resized	10	4
pin swaps	0	0
logic make-up after synthesis:
logic type               after synthesis  synth area share [%]
flip-flops                             4                  70.2
XOR/XNOR                               2                  12.3
adder cells (fa/ha/maj)                1                  8.77
buffers and inverters                  2                  5.27
AND/OR/NAND/NOR                        1                  3.51
path summary, 6_finish.rpt:
check | startpoint | end | slack, ps | cells past startpoint
worst max register to register | cnt_value[0]$_DFF_PP0_ | cnt_value[2]$_DFF_PP0_ | 50 | 3
worst min-delay path | clear | cnt_value[2]$_DFF_PP0_ | 140 | 2
max in group asynchronous | clear | cnt_value[1]$_DFF_PP0_ | 710 | 2
min in group clk0 | cnt_value[0]$_DFF_PP0_ | cnt_value[0]$_DFF_PP0_ | 560 | 2
worst min register to register | cnt_value[0]$_DFF_PP0_ | cnt_value[0]$_DFF_PP0_ | 560 | 2
worst max-delay path | cnt_value[0]$_DFF_PP0_ | cnt_value[2]$_DFF_PP0_ | 50 | 3
area by class of cell:
class	instances	area, µm²	share of cell area (%)
flip-flops and latches	4	100	33.3
repair buffers	11	75.1	25.0
well taps	46	57.6	19.2
multi-input cells	4	37.5	12.5
clock buffers	3	22.5	7.50
inverters	2	7.51	2.50
power by group:
part           internal [W]  switching, W  leakage, nW    total, W
clock network      0.000134     0.0000673       0.0138    0.000202
registers          0.000163             0       0.0566    0.000163
logic            0.00000366    0.00000320       0.0822  0.00000685
total              0.000301     0.0000705        0.153    0.000371
placed cells by master, fill, tap and decap left out:
| cell type | synthesis | final |
|---|---|---|
| buf_4 | 0 | 6 |
| buf_2 | 0 | 1 |
| xor2_1 | 1 | 1 |
| nand3_1 | 1 | 1 |
| inv_1 | 2 | 2 |
| clkdlybuf4s50_1 | 0 | 1 |
| ha_2 | 0 | 1 |
| xnor2_1 | 1 | 1 |
| clkbuf_4 | 0 | 3 |
| clkbuf_2 | 0 | 3 |
| dfrtp_1 | 4 | 4 |
metrics by stage:
| stage | total power [W] | hold WS (ps) | cells | setup TNS (ps) | utilization [%] |
|---|---|---|---|---|---|
| finish | 0.000371 | 144 | 70 | 0 | 8.79 |
| global route | 0.000397 | 152 | 70 | 0 | 8.79 |
| CTS | 0.000382 | 140 | 70 | -28.1 | 9.16 |
| detailed placement | 0.000172 | 391 | 64 | -113 | 7.99 |
| global placement | 0.000172 | 397 | 64 | -117 | 7.99 |
| floorplan | 0.000168 | -33.9 | 10 | 0 | - |
metal layers:
| metal | up-vias | share of wire (%) | track usage (%) |
|---|---|---|---|
| li1 | 59 | - | - |
| met3 | 0 | 33 | 3.30 |
| met1 | 50 | 45 | 1.60 |
| met2 | 10 | 21 | 1.04 |
| met4 | 0 | 0 | 0.352 |
| met5 | - | 0 | 0 |
Power and IR drop assume default switching activity.
