### flow/run.sh
#!/bin/bash
# OpenROAD 26Q1-2900-gdf79404cd8, Yosys 0.63+post, stock flow scripts
make -C /OpenROAD-flow-scripts/flow DESIGN_CONFIG=/design/flow/config.mk WORK_HOME=/design/flow/orfs finish
### flow/config.mk
export PLATFORM = sky130hd
export DESIGN_NAME = alu_top
export DESIGN_NICKNAME = alu_top
export VERILOG_FILES = /design/flow/design.v
export SDC_FILE = /design/flow/constraint.sdc
export NUM_CORES = 4
export LEC_CHECK = 1
export CORE_AREA = 10 10 70 70
export DIE_AREA = 0 0 80 80
### flow/constraint.sdc
current_design alu_top

set clk_period 1.0
set clk_io_pct 0.2

create_clock -name clk0 -period $clk_period [get_ports {clk}]

set non_clock_inputs [all_inputs -no_clocks]
set_input_delay [expr $clk_period * $clk_io_pct] -clock clk0 $non_clock_inputs
set_output_delay [expr $clk_period * $clk_io_pct] -clock clk0 [all_outputs]
### flow/design.v
`timescale 1ns/1ps
module alu  
#(parameter N=1)  
(
  input logic[N-1:0] opnd1, opnd2,
  input logic[1:0] operation,
  output logic[N-1:0] out
);
  always@(opnd1 or opnd2 or operation) 
  begin
    case(operation)
      2'b00: out = opnd1 + opnd2; 
      2'b01: out = opnd1 - opnd2; 
      2'b10: out = opnd1 & opnd2;
      2'b11: out = opnd1 | opnd2; 
    endcase
  end
endmodule: alu
`timescale 1ns/1ps
module alu_top  
#(parameter N=4)  
( input logic clk, reset,
   input logic[N-1:0]opnd1, opnd2,  
   input logic[1:0] operation,
   output logic[N-1:0] result
);
  logic[N-1:0] out;   
  alu #(.N(N)) alu_instance(
    .*
  );
  always@(posedge clk or posedge reset) begin
    if(reset == 1) begin
      result <= 0;
    end
    else begin
      result <= out;
    end
  end
endmodule: alu_top  
==> impl_summary.log <==
[flow] collecting metrics
[metrics] Max-slew headroom: 0.819
[metrics] initial standard-cell utilization of the core: 0.122
[metrics] leakage: 0.376 nW
[metrics] synth unique cells: 21
[metrics] chip area: 6400 um^2
[metrics] min cycle time layout: about 1.5 ns
[metrics] met1 track demand over resource in global routing: 0.0449
[metrics] worst-path fanout max: 3
[metrics] top cells, area: dfrtp_1 24%, ha_1 18%, inv_1 6.3%
[metrics] run status: complete, but fails checks
[metrics] DR pass1 iterations: 5
[metrics] CORE AREA: 3420 um^2
[metrics] Synth top area share: 0.240
[metrics] clock tree from TritonCTS: built
[metrics] cell at the root of the clock tree: clkbuf_4
[metrics] Final WS setup: -0.498 ns
[metrics] endpoint class of the critical path: flip-flop
[metrics] max FFs per register: 4
[metrics] final hold vios: 0
[metrics] fraction of layout cells with a size suffix above 1: 0.488
[metrics] tool warning count: 30
[metrics] Post-Layout Inst Area: approximately 860 um^2
[metrics] accumulated negative setup slack: -0.941 ns
[metrics] Worst Setup SP: opnd1[2]
[metrics] total clock buffers created by CTS: 3
[metrics] final weighted congestion in routability-driven placement: between 0.9 and 1
[metrics] number of buffer cells added on primary ports: 15
[metrics] Yosys reg bits: 4
[metrics] unrepaired setup endpoints after global routing: true
[metrics] H-Tree Depth: 1
[metrics] count of unresolved DRC violations after routing: 0
[metrics] top cell type by total area after synthesis: dfrtp_1
[metrics] number of antenna violations at the first check in global routing: 0
[metrics] worst-margin pin slew: 0.270 ns
[metrics] Syn Std Cell Area: 418 um^2
[metrics] Setup Viol. Count Final: 3
[metrics] chip area from the yosys synthesis statistics: around 420 um^2
[metrics] most common logic cells in the final layout: 16 x buf_4, 4 x nor2_1, 4 x ha_1, 4 x clkdlybuf4s50_1, 4 x dfrtp_1
[metrics] number of design-rule violations left by the first detailed-router iteration: 7
[metrics] share of the cycle needed by the critical path after routing: 1.50
[metrics] largest register by flop count: result
[metrics] Die Width: roughly 80 um
[metrics] final global-route overflow total: 0
[metrics] total global routing track utilization: 0.0367
[metrics] Filler Cells Inserted: 375
[metrics] PD cells: approximately 870 nW/um^2
[metrics] Max Buffers Root-to-Sink: 2
[metrics] gate count after technology mapping: 49
[metrics] vertical extent of the die: 80 um
[metrics] Post-synth seq share: 0.240
[metrics] vias in the first global route: about 470
[metrics] # Max-Cap Violations: 0
[metrics] Yosys Warn Count: 2
[metrics] wire length of the first global-routing pass: roughly 2.0 mm
[metrics] violated checks: negative setup slack
[metrics] achievable frequency: 0.668 GHz
[metrics] Sinks on Clock Net: 4
[metrics] max-slew violation count: 0
[metrics] detailed placer's ending HPWL: a little under 1 mm
[metrics] Mean Syn Cell Area: around 8.5 um^2
[metrics] vias per std cell: between 3 and 4
[metrics] maximum resistive drop on vdd: about 0.00028 V
[metrics] Worst setup SP type: input pin
[metrics] vias after detailed routing: between 400 and 500
[metrics] CTS clock-pin slew for the worst setup and hold paths: 0.04 ns
[metrics] met3 GRT Util: 0.0148
[metrics] count of nets left with antenna violations after detail routing: 0
[metrics] Area Growth Syn to Fin: 105%
[metrics] cts hold-fix bufs: 0
[metrics] Row Count: 21
[metrics] required arrival time at the worst endpoint: 1.16 ns
[metrics] signal arrival time at the worst endpoint: around 1.7 ns
[metrics] maximum number of pins on one net before global-route repair: 7
[metrics] Worst Hold Class: in2async
[metrics] type of the worst setup path: in2reg
[metrics] I/O pins: 16
[metrics] number of antenna diodes: 0
[metrics] met2 usage in global routing: 0.0586
[metrics] leading registers by flop count: result x4
[metrics] post-detailed-route wirelength per cell: roughly 9 um
[metrics] core occupancy in the finished layout: 0.251
[metrics] count of instantiated cells in the yosys netlist: approximately 49
[metrics] most common library cell in the layout ignoring fill and taps: buf_4
[metrics] wire length after detailed routing: 1.12 mm
[metrics] area of placed instances: a little under 800 um^2
[metrics] busiest layer in global routing: met2
## synthesized netlist by cell type
library cell,instances
nand3b_1,2
buf_2,1
fa_1,1
maj3_1,1
mux2i_1,1
ha_1,6
nor2_1,4
inv_1,7
a211o_1,1
maj3_2,1
xor2_1,2
xnor2_1,1
dfrtp_1,4
nand2_1,2
a21boi_2,1
a31oi_1,1
a21oi_1,5
o21a_1,1
nor3_1,1
o21ai_0,5
o211ai_1,1
## power by group
part / switching [W] / internal (W)
Clock: 0.0000632 / 0.000134
Combinational: 0.000146 / 0.000209
Sequential: 0.00000528 / 0.000187
## final timing paths
path	end	slack [ns]	depth (start not counted)
setup / recovery	result[3]$_DFF_PP0_	-0.50	6
hold / removal	result[3]$_DFF_PP0_	0.14	2
max in group asynchronous	result[1]$_DFF_PP0_	0.72	2
min in group clk0	result[0]$_DFF_PP0_	0.30	3
## cell type report
type                       count  area, um^2  share of cell area
sequential                     4         100               0.117
inverter                       7        55.1              0.0641
multi-input combinational     37         347               0.404
tap                           46        57.6              0.0671
clock buffer                   3        22.5              0.0262
timing repair buffer          31         277               0.322
## layer usage
layer	vias up	share of wire
met5	-	0
met2	13	0.44
met4	0	0.016
met1	188	0.44
li1	235	-
met3	4	0.10
## through the flow
stage | setup WS, ns | hold slack [ns] | instances | total power [W]
after floorplan | -0.543 | -0.0339 | 49 | 0.000344
after global placement | -1.28 | 0.392 | 125 | 0.000534
after detailed placement | -1.29 | 0.384 | 125 | 0.000536
after CTS | -0.626 | 0.139 | 130 | 0.000757
after global routing | -0.603 | 0.150 | 128 | 0.000807
final | -0.498 | 0.144 | 128 | 0.000745
## critical path, cell delays in order
cell and delay [ns]:
clkdlybuf4s50_1 0.44, ha_1 0.35, nand3b_1 0.11, a211o_1 0.28
a31oi_1 0.11, a21boi_2 0.16
## cells by family (layout without fill, tap and decap cells)
kind of cell               Yosys count  in the layout  synth area share
muxes                                1              1            0.0240
xor gates and xnor gates             3              3            0.0629
DFF                                  4              4             0.240
buffers and inverters                8             41            0.0749
AOI/OAI and AO/OA                   15             15             0.219
and+or+nand+nor                      9              9             0.102
adders and majority gates            9              9             0.278
## what timing repair did
action	4_1_cts	5_1_grt
setup endpoints to repair	8	5
gates resized	33	15
pin swaps	8	10
setup buffers	3	0
Power and IR drop assume default switching activity.
